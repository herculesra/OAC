$ cat /design/flow/config.mk
export PLATFORM = sky130hd
export DESIGN_NAME = top
export DESIGN_NICKNAME = top
export VERILOG_FILES = /design/flow/design.v
export SDC_FILE = /design/flow/constraint.sdc
export NUM_CORES = 4
export LEC_CHECK = 1
export CORE_AREA = 10 10 198 198
export DIE_AREA = 0 0 208 208
export SYNTH_HDL_FRONTEND = slang
$ cat /design/flow/constraint.sdc
current_design top

set clk_period 2.1
set clk_io_pct 0.2

create_clock -name clk0 -period $clk_period [get_ports {clk_2}]

set non_clock_inputs [all_inputs -no_clocks]
set_input_delay [expr $clk_period * $clk_io_pct] -clock clk0 $non_clock_inputs
set_output_delay [expr $clk_period * $clk_io_pct] -clock clk0 [all_outputs]
$ cat /design/flow/design.v
parameter NINSTR_BITS = 32;
parameter NBITS_TOP = 8, NREGS_TOP = 32, NBITS_LCD = 64;
module top(input  logic clk_2,
           input  logic [NBITS_TOP-1:0] SWI,
           output logic [NBITS_TOP-1:0] LED,
           output logic [NBITS_TOP-1:0] SEG,
           output logic [NBITS_LCD-1:0] lcd_a, lcd_b,
           output logic [NINSTR_BITS-1:0] lcd_instruction,
           output logic [NBITS_TOP-1:0] lcd_registrador [0:NREGS_TOP-1],
           output logic [NBITS_TOP-1:0] lcd_pc, lcd_SrcA, lcd_SrcB,
             lcd_ALUResult, lcd_Result, lcd_WriteData, lcd_ReadData, 
           output logic lcd_MemWrite, lcd_Branch, lcd_MemtoReg, lcd_RegWrite);
enum logic [2:0] {off, low, beforeLow, high, beforeHigh} state;
logic reset;
logic[5:0] chuva;
logic[1:0] limpador;
logic[1:0] cont;
logic error;
always_comb begin
  SEG[7] <= clk_2;
  chuva <= SWI[5:0];
  LED[1:0] <= limpador;
  LED[7:6] <= cont;
  reset <= SWI[6];
end
always_ff@(posedge clk_2 or posedge reset) begin
  if(reset) begin
    limpador <= 0;
    state <= off;  
  end
  else begin
    unique case(state)
      off: if(chuva > 5) begin  
        cont <= 1;
        state <= beforeHigh;
      end
      else 
        if(chuva <= 5 && chuva > 3)begin
          cont <= 1;
          state <= beforeLow;
        end
        else cont <= 0;
      beforeLow: if(chuva <= 5 && chuva > 3 && cont < 2)begin
        cont <= cont + 1;
        end
        else 
          if(cont == 2 && chuva <= 5 && chuva > 3) begin
            state <= low;
            limpador <= 1;
            cont <= 0;
          end
          else
            if(chuva > 5)begin
              cont <= 1;
              state <= beforeHigh;
            end
            else begin
              cont <= 0;
              state <= off;
            end
      low:if(chuva > 5)begin
        cont <= cont + 1;
        state <= beforeHigh;
        end
        else
          if(chuva < 2) begin
            cont <= 0;
            state <= off;
            limpador <= 0;
          end
          else cont <= 0;
      beforeHigh: if(chuva > 5) begin
        state <= high;
        limpador <= 3;
        cont <= 0;
        end
        else begin
          cont <= 0;
          if(limpador == 0)begin
            state <= off;
          end
          else begin
            state <= low;
          end
        end
      high: if(chuva < 4)begin
        state <= low;
        limpador <= 1;
        cont <= 0;
      end
      else cont <= 0;
    endcase
  end
end
endmodule
$ cat /design/flow/run.sh
#!/bin/bash
# OpenROAD 26Q1-2900-gdf79404cd8, Yosys 0.63+post, stock flow scripts
make -C /OpenROAD-flow-scripts/flow DESIGN_CONFIG=/design/flow/config.mk WORK_HOME=/design/flow/orfs finish
==> flow_metrics.py <==
# Auto-generated metrics
metrics = {
    "route": {
        "num_vias": 1802,
        "diodes": 0,
        "viasPerCell": 1.76,
        "first_pass_iters": 4,
        "drt-initial-drc-count": 26,
        "drt_wl_total_mm": 8.43,
        "postRouteAntennaNets": 0,
        "wl_per_cell_um": 8.26,
        "route.detailed.drc": 0,
    },
    "worst_setup_path": {
        "crit_required_ns": 2.32,
        "worst-path-max-fanout": 3,
        "cp.arrival_ns": 2.20,
        "ff2ff_setup_slack_ns": 0.53,
        "crit_start": "SWI[3]",
        "setup.worst_path.end_class": "flop",
        "cp-start-kind": "input port",
        "r2r-start": "cont[0]",
        "reg2reg_depth": 6,
        "criticalPathCategory": "input port to flop",
        "r2r-end": "limpador[1]",
        "cp-endpoint": "limpador[1]",
    },
    "power": {
        "power.density_nw_per_um2": 316,
        "leakage_nw": 1.96,
        "ir_worst_vdd_mv": 0.249,
        "p_total_mw": 1.02,
    },
    "timing": {
        "tns_ns": 0,
        "hold_viol": 0,
        "rsz0062_at_grt": "false",
        "max_freq_ghz": 0.504,
        "fin_ws_ns": 0.115,
        "slew_viol_final": 0,
        "period_needed_ns": 1.98,
        "finalSetupViolCount": 0,
        "fin_crit_sh": 0.945,
        "holdWs_ns": 0.337,
        "skew_ns": 0.00209,
    },
    "outcome": {
        "outcome": "completed",
    },
    "place": {
        "dp_slack_ns": -0.213,
        "placedCellCount": 1014,
        "portBuffers": 11,
        "dp_hpwl_mm": 7.96,
        "post_dp_cell_area_sq_um": 3090,
        "gp_congestion": 0.825,
    },
    "layout": {
        "drive_gt1_frac": 0.0389,
        "lay_top_cells": "conb_1, clkdlybuf4s50_1, buf_4",
        "regArea_sq_um": 236,
        "fin_util": 0.0934,
        "combGateArea_sq_um": 2080,
        "fillers": 3993,
        "area_growth_syn_to_layout_pct": -22.3,
        "final_cells": 1021,
        "mostFrequentLayoutCell": "conb_1",
        "final_cell_area_sq_um": 3240,
    },
    "clock_tree": {
        "post-cts-setup-buffers": 0,
        "cts_resized": 1,
        "clkLatencyLatePin_ns": 0.34,
        "clk_pin_slew_ns": 0.04,
        "cts_tree": "done",
        "postCtsHoldBufs": 0,
    },
    "yosys": {
        "ys_warn_count": 487,
        "syn_area_sq_um": 4180,
        "syn_avg_cell_area_sq_um": 7.73,
        "yosysCellCount": 540,
        "synth.distinct_cells": 29,
        "ys_seq_frac": 0.0566,
        "syn_inst": 540,
        "synth_flops": 9,
        "ys_area_sq_um": 4180,
    },
    "floorplanning": {
        "initCoreUtil": 0.120,
        "chip_area_sq_um": 43300,
        "ios": 501,
        "fp.dieW_um": 208,
        "num_rows": 68,
        "chipHeight_um": 208,
        "coreArea_sq_um": 34700,
    },
    "global_route": {
        "grt_pass1_wl_mm": 11.7,
        "grt_pass1_vias": 2351,
        "gr-usage-all-layers": 0.0306,
        "grt_antenna_before_repair": 0,
        "grt_max_degree": 10,
        "grt_overflow": 0,
    },
    "hold_path": {
        "hp-class": "input port to async pin",
    },
    "flow_run": {
        "drv_cap": 0,
        "log.warning_count": 28,
    },
}
-- flip-flops by register name, indices dropped and copies added (netlist names) --
| signal | cells |
|---|---|
| cont | 2 |
| limpador | 2 |
| state | 5 |
-- cell type report --
| class | count | share of cell area |
|---|---|---|
| clock buffer | 8 | 0.0502 |
| inverter | 5 | 0.00579 |
| multi-input combinational | 524 | 0.642 |
| sequential | 9 | 0.0729 |
| tap | 455 | 0.176 |
| timing repair buffer | 20 | 0.0540 |
-- worst max-delay path, stage by stage --
cell             delay [ns]
clkdlybuf4s50_1        0.44
or4_1                  0.58
o21ai_0                0.30
nand3_2                0.14
mux2_1                 0.32
-- cell usage after synthesis --
cell,instances,share of area
a2111o_1,1,0.0027
a2111oi_0,1,0.0021
a211o_1,1,0.0021
a21oi_1,3,0.0036
a221oi_2,1,0.0036
a22o_2,1,0.0024
a22oi_1,1,0.0018
a32oi_1,1,0.0021
and3_2,1,0.0018
buf_4,488,0.88
conb_1,1,0.00090
dfrtp_1,6,0.036
dfstp_2,1,0.0063
edfxtp_1,2,0.014
ha_1,1,0.0030
inv_1,5,0.0045
mux2_1,2,0.0054
nand2_1,2,0.0018
nand2b_1,1,0.0015
nand3_1,2,0.0024
nand3_2,1,0.0024
nor2_1,5,0.0045
nor2b_1,1,0.0015
nor3_1,1,0.0012
nor4_1,1,0.0015
o21ai_0,6,0.0072
o22ai_1,1,0.0015
or4_1,1,0.0018
or4_4,1,0.0027
-- worst min-delay path by stage --
stage | start | end | slack, ns | cells past startpoint
4_1_cts | SWI[6] | state[1] | 0.35 | 2
5_1_grt | SWI[6] | state[1] | 0.38 | 2
6_report | SWI[6] | state[1] | 0.34 | 2
-- cells by family (layout without fill, tap and decap cells) --
logic type / count (synthesis) / count (layout) / share of synthesized area
DFF: 9 / 9 / 0.0566
muxes: 2 / 2 / 0.00539
other: 1 / 487 / 0.000898
AOI/OAI and AO/OA: 17 / 17 / 0.0291
buffers and inverters: 493 / 33 / 0.882
adders and majority gates: 1 / 1 / 0.00300
and+or+nand+nor: 17 / 17 / 0.0231
-- layer usage --
metal / wire (um) / vias up / GRT usage
met5: 0 / - / 0
met4: 133 / 0 / 0.00648
met3: 1470 / 15 / 0.0248
met2: 4510 / 246 / 0.0585
met1: 2320 / 802 / 0.0224
li1: - / 739 / -
-- where the power goes --
group	internal (mW)	leakage, nW	switching (mW)
logic	0.0658	1.77	0.118
registers	0.199	0.107	0.0175
clock network	0.513	0.0804	0.110
Power is estimated from default activity; no workload was simulated.
